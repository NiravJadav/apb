==> /design/flow/design.v <==
module apb_bridge #(parameter WIDTH =16)
		 (      input transfer,			 
			input pclk,			 
			input preset_n,			 
			input pready, 			 
			input [WIDTH-1:0]prdata,	 
			output reg pselect,
			output reg penable,
			output reg pwrite,
			output reg [WIDTH-1:0]pwdata,
			output reg [WIDTH-1:0]paddr);
localparam IDLE = 2'b01;
localparam SETUP = 2'b10;
localparam ACCESS = 2'b11;
reg [1:0]state;
always@(posedge pclk or negedge preset_n )
begin
	if(!preset_n)
	begin
	state   <= IDLE;
	pselect <= 0;
	penable <= 0;
	end
	else
	case(state)
		IDLE :
			begin
			if(!transfer)
			begin
			pselect <= 0; penable <= 0;
			state <= IDLE;
			end
			else if (transfer)
			begin
			pselect <= 1;	
			penable <= 0;
			state <= SETUP;
			end
			end
		SETUP : 
			begin
			pselect <= 1;	
			penable <= 1;
			state <= ACCESS;
			end 
		ACCESS :
			begin
			if(!pready)
				begin
				penable <= 1;pselect <= 1; 
				state <= ACCESS;
				end
              		else if(pready & transfer)
				begin
				penable <= 0;pselect <= 1; 
				state <= SETUP;
				end
			else if(pready & !transfer)
				begin
				penable <= 0;pselect <= 0; 
				state <= IDLE;
				end
			end
	default : state <= IDLE;
	endcase
end
endmodule 
==> /design/flow/run.sh <==
#!/bin/bash
# OpenROAD 26Q1-2900-gdf79404cd8, Yosys 0.63+post, stock flow scripts
make -C /OpenROAD-flow-scripts/flow DESIGN_CONFIG=/design/flow/config.mk WORK_HOME=/design/flow/orfs finish
==> /design/flow/config.mk <==
export PLATFORM = sky130hd
export DESIGN_NAME = apb_bridge
export DESIGN_NICKNAME = apb_bridge
export VERILOG_FILES = /design/flow/design.v
export SDC_FILE = /design/flow/constraint.sdc
export NUM_CORES = 4
export LEC_CHECK = 1
export CORE_AREA = 10 10 70 70
export DIE_AREA = 0 0 80 80
==> /design/flow/constraint.sdc <==
current_design apb_bridge

set clk_period 2.1
set clk_io_pct 0.2

create_clock -name clk0 -period $clk_period [get_ports {pclk}]

set non_clock_inputs [all_inputs -no_clocks]
set_input_delay [expr $clk_period * $clk_io_pct] -clock clk0 $non_clock_inputs
set_output_delay [expr $clk_period * $clk_io_pct] -clock clk0 [all_outputs]
==> node_exporter_impl.prom <==
# HELP chip_impl_metric Yosys and OpenROAD flow results
# TYPE chip_impl_metric gauge
chip_impl_info{name="status",value="completed"} 1
chip_impl_metric{name="number_of_endpoints_with_negative_hold_slack_in_the_final_report",unit=""} 0
chip_impl_metric{name="place.detailed.hpwl",unit="um"} 719.2
chip_impl_metric{name="yosysUniqueCellTypes",unit=""} 12
chip_impl_metric{name="power_per_cell_area",unit="nW/um^2"} 483.7
chip_impl_metric{name="max_freq",unit="GHz"} 0.6812
chip_impl_metric{name="wl",unit="um"} 818
chip_impl_metric{name="ys_cells",unit=""} 50
chip_impl_metric{name="ys_seq_elements",unit=""} 5
chip_impl_metric{name="finalSetupViolCount",unit=""} 0
chip_impl_metric{name="ctsLongestPathBuffers",unit=""} 2
chip_impl_metric{name="tns",unit="ns"} 0
chip_impl_metric{name="avgRoutedWirePerCell",unit="um"} 7.865
chip_impl_metric{name="first_iter_violations",unit=""} 1
chip_impl_metric{name="grt_first_pass_wirelength",unit="um"} 1200
chip_impl_metric{name="power.share.combinational",unit=""} 0.061
chip_impl_metric{name="die_h",unit="um"} 80
chip_impl_metric{name="synthesis.area_per_instance",unit="sq um"} 8.984
chip_impl_metric{name="design_internal_power",unit="W"} 0.0001742
chip_impl_info{name="worstHoldPathType",value="in -> async"} 1
chip_impl_metric{name="drt_pass1_iterations",unit=""} 2
chip_impl_metric{name="critical_path_required",unit="ns"} 1.68
chip_impl_metric{name="fp.dieW",unit="um"} 80
chip_impl_info{name="worstReg2RegEnd",value="penable"} 1
chip_impl_metric{name="timing.critical_path.arrival",unit="ns"} 1.05
chip_impl_metric{name="clk-insertion-delay-late",unit="ns"} 0.24
chip_impl_metric{name="maxCapViolCount",unit=""} 0
chip_impl_metric{name="grt-ovfl-total",unit=""} 0
chip_impl_metric{name="route.detailed.drc",unit=""} 0
chip_impl_info{name="slowest_cell_on_the_critical_path",value="sky130_fd_sc_hd__clkdlybuf4s50_1"} 1
chip_impl_metric{name="dp_cells",unit=""} 100
chip_impl_metric{name="grt_util_all_layers",unit=""} 0.02254
chip_impl_metric{name="power.sequential.fraction",unit=""} 0.440
chip_impl_metric{name="power.share.switching",unit=""} 0.2093
chip_impl_metric{name="finalCritPeriodShare",unit=""} 0.6990
chip_impl_metric{name="chip_area",unit="sq um"} 6400
chip_impl_metric{name="route.detailed.vias_per_inst",unit=""} 2.240
chip_impl_metric{name="clock_tree.htree_level_count",unit=""} 1
chip_impl_metric{name="postCtsSetupRepairBufs",unit=""} 0
chip_impl_metric{name="fin_cells",unit=""} 104
chip_impl_metric{name="post_cts_hold_buffer_count",unit=""} 0
chip_impl_metric{name="tritoncts_num_sinks",unit=""} 5
chip_impl_metric{name="r2r_setup_slack",unit="ns"} 1.09
chip_impl_metric{name="vdd_ir_drop_max",unit="V"} 0.0001448
chip_impl_info{name="cp-start-kind",value="flop"} 1
chip_impl_metric{name="gpl.final_weighted_congestion",unit=""} 0.6594
chip_impl_info{name="cpLargestDelayFamily",value="buffers and inverters"} 1
chip_impl_metric{name="ys_warn_count",unit=""} 34
chip_impl_metric{name="syn_inst",unit=""} 50
chip_impl_metric{name="clk_pwr_share",unit=""} 0.499
chip_impl_metric{name="detail_route.antenna_diodes",unit=""} 0
chip_impl_metric{name="critical_path_depth",unit=""} 1
chip_impl_info{name="end_kind",value="primary output"} 1
chip_impl_metric{name="p_leak",unit="nW"} 0.2359
chip_impl_metric{name="area_added_between_synthesis_and_finish",unit="%"} 1.393
chip_impl_metric{name="netSwitchingPower",unit="W"} 0.00004610
chip_impl_metric{name="post_cts_resized",unit=""} 0
chip_impl_metric{name="first_global_vias",unit=""} 291
chip_impl_metric{name="openroad.warnings",unit=""} 41
chip_impl_metric{name="seq_area_frac_synth",unit=""} 0.2813
chip_impl_metric{name="syn-cell-area",unit="sq um"} 449.2
chip_impl_info{name="critical_path.cell_chain",value="clkdlybuf4s50_1"} 1
chip_impl_metric{name="coreArea",unit="sq um"} 3416
chip_impl_metric{name="finalCriticalPeriod",unit="ns"} 1.468
chip_impl_metric{name="boundaryPins",unit=""} 55
chip_impl_info{name="timing_worst_setup_path_type",value="reg -> out"} 1
chip_impl_info{name="crit-reg2reg-launch",value="state[0]"} 1
chip_impl_metric{name="clk_pin_slew",unit="ns"} 0.04
chip_impl_metric{name="n_fill_cell",unit=""} 412
chip_impl_metric{name="critical_path.max_stage_delay",unit="ns"} 0.46
chip_impl_metric{name="number_of_placement_rows",unit=""} 21
chip_impl_info{name="grt_setup_unrepaired",value="no"} 1
chip_impl_info{name="cts_root_buffer",value="sky130_fd_sc_hd__clkbuf_4"} 1
chip_impl_metric{name="area.sequential",unit="sq um"} 126.4
chip_impl_metric{name="fp-utilization",unit=""} 0.1315
chip_impl_metric{name="detail-route-antenna-nets",unit=""} 0
chip_impl_metric{name="synth_chip_area",unit="sq um"} 449.2
chip_impl_metric{name="area.combinational",unit="sq um"} 191.4
chip_impl_metric{name="worst_r2r_path_depth",unit=""} 2
chip_impl_metric{name="io_buffers",unit=""} 5
chip_impl_metric{name="largest_net_degree_at_the_start_of_global_routing",unit=""} 7
chip_impl_metric{name="cts-buffers-inserted",unit=""} 3
chip_impl_metric{name="critical_path_peak_fanout",unit=""} 2
chip_impl_metric{name="worst_clock_skew",unit="ns"} 0.003053
chip_impl_metric{name="num_vias",unit=""} 233
chip_impl_metric{name="number_of_antenna_violations_at_the_first_check_in_global_routing",unit=""} 0
chip_impl_metric{name="share_of_layout_cells_above_drive_strength_1",unit=""} 0.1034
chip_impl_metric{name="timing_max_transition_violations_final",unit=""} 0
chip_impl_metric{name="cp_num_buf_inv",unit=""} 1
chip_impl_info{name="cts_tree",value="done"} 1
power groups by stage:
stage / Sequential, W / Clock (W) / Combinational [W]
finish: 0.0000968 / 0.000110 / 0.0000135
global route: 0.0000967 / 0.000123 / 0.0000177
CTS: 0.0000968 / 0.000116 / 0.0000155
synth_stat cells, drive strengths merged:
master  number  share of area
buf         33           0.55
dfstp        1          0.059
inv          1         0.0083
conb         1         0.0083
nor2         3          0.025
mux2         1          0.033
a221o        1          0.022
dfrtp        4           0.22
a21oi        2          0.022
nor2b        1          0.014
nor4         1          0.014
a21o         1          0.020
how the worst max path moves through the flow:
stage,startpoint,end,slack (ns)
6_report,pselect,pselect,0.63
5_1_grt,pselect,pselect,0.59
4_1_cts,pselect,pselect,0.61
cell families (layout without fill, tap and decap cells):
kind of cell,Yosys count,in the layout,share of synthesized area
flops,5,5,0.2814
other cells,1,33,0.008349
compound gates,4,4,0.06407
buf+inv,34,10,0.5599
mux,1,1,0.03342
simple gates,5,5,0.05294
registers in the layout (all words and copies together), names as in the netlist:
name	cells
penable	1
pselect	1
state	3
through the flow:
| stage | worst slack (ns) | hold slack, ns | area, sq um | utilization | power (W) |
|---|---|---|---|---|---|
| floorplan | 1.113 | 0.1244 | 569.3 | - | 0.0001431 |
| global placement | 0.6532 | 0.4949 | 429.2 | 0.1256 | 0.0001137 |
| detailed placement | 0.6518 | 0.5019 | 429.2 | 0.1256 | 0.0001133 |
| CTS | 0.6138 | 0.4016 | 455.4 | 0.1333 | 0.0002287 |
| global route | 0.5876 | 0.4198 | 455.4 | 0.1333 | 0.0002371 |
| finish | 0.6320 | 0.4011 | 455.4 | 0.1333 | 0.0002203 |
layer usage:
metal,vias up,global-route usage,share of wire
li1,107,-,-
met1,100,0.02483,0.43
met2,24,0.03451,0.45
met3,2,0.01591,0.094
met4,0,0.005282,0.022
met5,-,0,0
cell usage in the layout, fill, tap and decap left out:
master	n
sky130_fd_sc_hd__inv_1	1
sky130_fd_sc_hd__nor4_1	1
sky130_fd_sc_hd__a221o_1	1
sky130_fd_sc_hd__clkdlybuf4s50_1	5
sky130_fd_sc_hd__a21oi_1	2
sky130_fd_sc_hd__mux2_4	1
sky130_fd_sc_hd__a21o_2	1
sky130_fd_sc_hd__dfrtp_1	4
sky130_fd_sc_hd__clkbuf_1	1
sky130_fd_sc_hd__nor2b_1	1
sky130_fd_sc_hd__conb_1	33
sky130_fd_sc_hd__clkbuf_4	3
sky130_fd_sc_hd__nor2_1	3
sky130_fd_sc_hd__dfstp_2	1
cell type report:
class / count / area share
flip-flops and latches: 5 / 0.2775
clock buffers: 4 / 0.05769
inverters: 1 / 0.008242
repair buffers: 5 / 0.1099
well taps: 46 / 0.1264
multi-input cells: 43 / 0.4203
Power figures rest on the tool's default switching activity, not on a simulated workload.
